## ./design.v

```verilog
`timescale 1ns / 1ps
module adder_speck(ain1,
             ain2,
             add_out
    );
    input [63:0] ain1;
    input [63:0] ain2;
    output [63:0] add_out;
    assign add_out = ain1+ain2;
endmodule
`timescale 1ns / 1ps
module reg_speck(din,
                 dout,
                 clk,
                 reset
    );
    input[63:0] din;
    input clk,reset;
    output reg [63:0] dout;
    always @ (posedge clk or posedge reset)
    begin
         if (reset)
         dout <=64'd0;
         else
         dout <= din;
    end
endmodule
`timescale 1ns / 1ps
module SPECK_HASH_DATAPATH( X,
                    reset8,
                    reset4,
                    reset_reg,
                    reset_counter,
                    clk,
                    H1,
                    K1,
                    Y1,
                    hout,
                    ld,ld1,
                    eqz4_9,
                    eqz2_0,
                    eqz4_1,
                    wr,
                    rd,
                    en
    );
    input [63:0] X,H1,K1,Y1;
    input clk,reset8,reset4,reset_reg,reset_counter,wr,rd,en;
    output [3:0] hout;
    output eqz4_9,eqz2_0,eqz4_1;
    input ld,ld1;
    wire [63:0] X_out,Y_out,H_final;
    wire[63:0] H;
    wire[63:0] mtoxw,mtoyw,mtohw,mjky;
    wire[63:0] w1,w2,w3,w4,w5,w7,w10,w11;
    wire[63:0] w21,w22,w23,w24,w25,w26,w27,w28,w29,ww;
    wire[63:0] w6,w8;
    wire[2:0] w13;
    wire[1:0] w33;
    wire[3:0] uc3,add01;
    counter_4bit_up_speck up_counter (.q(uc3),.reset(reset4),.clk(clk));  
    counter_4bit_up_speck uc4 (.q(add01),.reset(reset_counter),.clk(clk));  
    counter_2bit_down_speck dch (.q(w33),.clk(clk),.reset(reset4));  
    counter_3bit_down_speck dc (.q(w13),.clk(clk),.reset(reset8));    
    mux2to1_speck m1(.in1(X),.in2(w6),.ld(ld),.out(mtoxw));
    mux2to1_speck m2(.in1(Y1),.in2(w8),.ld(ld),.out(mtoyw));
    reg_speck   regx  (.din(mtoxw),.dout(w1),.clk(clk),.reset(reset_reg));
    reg_speck   regy  (.din(mtoyw),.dout(w2),.clk(clk),.reset(reset_reg));
    reg_speck   regk1 (.din(K1),.dout(w5),.clk(clk),.reset(reset_reg));
    shift_right_speck sr  (.in(w1),.out(w3));
    adder_speck add       (.ain1(w3),.ain2(w2),.add_out(w4));
    assign w6 = w4 ^ w5;
    shift_left_speck sl   (.in(w2),.out(w7));
    assign w8 = w6 ^ w7;
    buffer_speck bf1      (.in1(w6),.out(w10),.ld(|w13),.reset(reset_reg),.clk(clk));
    buffer_speck bf2      (.in1(w8),.out(w11),.ld(|w13),.reset(reset_reg),.clk(clk));
    reg_speck finalx (.din(w10),.dout(X_out),.clk(clk),.reset(reset_reg));
    reg_speck finaly (.din(w11),.dout(Y_out),.clk(clk),.reset(reset_reg));
    assign H = w10 ^ w11;
    assign H_final = H ^ H1;
    mux2to1_speck mh          (.in1(H_final),.in2(ww),.ld(ld1),.out(w21));
    shift_right_speck sr1     (.in(w21),.out(w23));
    shift_left_speck sl1     (.in(w21),.out(w25));
    adder_speck     add1      (.ain1(w23),.ain2(w5),.add_out(w24));
    assign w26  = w24 ^ w25;
    reg_speck   addh    (.din(w26),.dout(ww),.clk(clk),.reset(reset_reg));
    buffer_speck bf1h      (.in1(ww),.out(w28),.ld(|w33),.reset(reset_reg),.clk(clk));
    eqz_comparing_0_speck EQZ_COMPARED_0_speck (.eqz(eqz2_0), .data(w33));  
    eqz_comparing_1_speck EQZ_COMPARED_1_speck (.eqz(eqz4_1), .data(add01));  
    eqz_comparing_9_speck EQZ_COMPARED_9_speck (.eqz(eqz4_9), .data(uc3));   
    write_read_final_speck_memory final_value (.clk(clk),.wr(wr),.rd(rd),.en(en),.in1(w28),.out1(hout),.addo(add01));
endmodule
`timescale 1ns / 1ps
module buffer_speck(in1,
              out,
              clk,
              ld,
              reset
    );
    input [63:0] in1;
    input ld;
    input clk,reset;
    output [63:0] out;
    reg [63:0] m2r;
    always@(*)
    begin
    if(!ld)
        m2r = in1;
    end
    assign out = m2r;    
endmodule
`timescale 1ns / 1ps
module counter_2bit_down_speck (q,
                    clk,
                    reset
    );
    output reg[1:0] q;
    input clk,reset;
    always @(posedge clk or posedge reset)
    begin
        if(reset)
            q = 2'b00;
        else
            q = q-1;
    end
endmodule
`timescale 1ns / 1ps
module counter_3bit_down_speck(q,
                    clk,
                    reset
    );
    output reg[2:0] q;
    input clk,reset;
    always @(posedge clk or posedge reset)
    begin
        if(reset)
            q = 3'b000;
        else
            q = q-1;
    end
endmodule
`timescale 1ns / 1ps
module counter_4bit_up_speck (q,reset,clk
    );
     output [3:0] q;
    input clk,reset;
    reg[3:0] temp_q;
    assign q=temp_q;
    always @(posedge clk, posedge reset)
    begin
        if(reset)
            temp_q <= 4'b0000;
        else
           temp_q <= q+1;
    end
endmodule
`timescale 1ns / 1ps
module eqz_comparing_0_speck (eqz, data); 
  input [1:0] data; 
  output eqz;
   assign eqz =(data == 2'b00); 
endmodule 
`timescale 1ns / 1ps
module eqz_comparing_1_speck (eqz, data); 
  input [3:0] data; 
  output eqz;
   assign eqz =(data == 4'b1111); 
endmodule 
`timescale 1ns / 1ps
module eqz_comparing_9_speck (eqz, data); 
  input [3:0] data; 
  output eqz;
   assign eqz =(data == 4'b1001); 
endmodule 
`timescale 1ns / 1ps
module mux2to1_speck(in1,
               in2,
               ld,
               out
    );
    input[63:0] in1,in2;
    input ld;
    output reg [63:0] out;
    always@(*)
    begin
    if(!ld)
        out = in1;
    else
        out = in2;
    end
endmodule
`timescale 1ns / 1ps
module shift_left_speck(in,
                  out
    );
    input[63:0] in;
    output[63:0] out;
    assign out = (in<<2);
endmodule
`timescale 1ns / 1ps
module shift_right_speck(in,
                   out
    );
    input[63:0] in;
    output[63:0] out;
    assign out = (in>>7);
endmodule
`timescale 1ns / 1ps
module write_read_final_speck_memory(
                input clk,wr,rd,en,
                input[63:0] in1,
                input[3:0] addo,
                output [3:0] out1
       );
       reg [3:0] speck_mem[0:15];
       reg[3:0] temp_out;
      assign out1=temp_out;
 always @(negedge clk)
  begin
    if(wr && !rd && en)
        begin
        speck_mem[15]  <= in1[3:0];
        speck_mem[14]  <= in1[7:4];
        speck_mem[13]  <= in1[11:8];
        speck_mem[12]  <= in1[15:12];
        speck_mem[11]  <= in1[19:16];
        speck_mem[10]  <= in1[23:20];
        speck_mem[9]  <= in1[27:24];
        speck_mem[8]  <= in1[31:28];
        speck_mem[7]  <= in1[35:32];
        speck_mem[6]  <= in1[39:36];
        speck_mem[5] <= in1[43:40];
        speck_mem[4] <= in1[47:44];
        speck_mem[3] <= in1[51:48];
        speck_mem[2] <= in1[55:52];
        speck_mem[1] <= in1[59:56];
        speck_mem[0] <= in1[63:60];
        end
     else if (rd && !wr && en)
     begin
        temp_out <= speck_mem[addo];
     end
    end
endmodule
```

## ./run.sh

```bash
#!/bin/bash
# OpenROAD 26Q1-2900-gdf79404cd8, Yosys 0.63+post, stock flow scripts
make -C /OpenROAD-flow-scripts/flow DESIGN_CONFIG=/design/flow/config.mk WORK_HOME=/design/flow/orfs finish
```

## ./config.mk

```make
export PLATFORM = sky130hd
export DESIGN_NAME = SPECK_HASH_DATAPATH
export DESIGN_NICKNAME = SPECK_HASH_DATAPATH
export VERILOG_FILES = /design/flow/design.v
export SDC_FILE = /design/flow/constraint.sdc
export NUM_CORES = 4
export LEC_CHECK = 1
export CORE_UTILIZATION = 30
```

## ./constraint.sdc

```tcl
current_design SPECK_HASH_DATAPATH

set clk_period 20.1
set clk_io_pct 0.2

create_clock -name clk0 -period $clk_period [get_ports {clk}]

set non_clock_inputs [all_inputs -no_clocks]
set_input_delay [expr $clk_period * $clk_io_pct] -clock clk0 $non_clock_inputs
set_output_delay [expr $clk_period * $clk_io_pct] -clock clk0 [all_outputs]
```

==> flow_summary_export.csv <==
group,metric,value,unit
drt,via_count,17700,
critical_path,start_kind,"flop",
critical_path,critPathArrivalTime,11.42,ns
global_routing,grt_util_met3,2.63,%
clock_tree,clk_latency,0.61,ns
drt,drc,0,
clock_tree,postCtsHoldBufs,0,
clock_tree,tritoncts,"yes",
sta,setup-violations-final,0,
clock_tree,root_buffer,"clkbuf_16",
clock_tree,htreeDepth,2,
drt,wl_per_cell,19.0,µm
clock_tree,numCtsBuffers,42,
clock_tree,cts_setup_buffers,0,
status,status,"finished clean",
synthesis,syn_inst,2325,
critical_path,crit-reg2reg-launch,"uc4.temp_q[0]$_DFF_PP0_",
floorplan,chipArea,0.0826,mm²
floorplan,fp_util,30.3,%
floorplan,core_area,0.0805,mm²
sta,tightest_slew,0.872,ns
critical_path,ff2ff_path_depth,5,
min_path,hold-path-endpoint,"dch.q[0]$_DFF_PP0_",
sta,rsz0062_at_grt,"false",
synthesis,syn_area,0.0244,mm²
synthesis,synth_warnings,8,
synthesis,yosysUniqueCellTypes,88,
global_routing,use_met1,25.8,%
placed_design,io_buffer_count,265,
critical_path,cp.required,16.08,ns
global_routing,grt_max_degree,79,
synthesis,synth.most_common_cell,"xnor2_1",
critical_path,path_max_fanout,1,
drt,ant_nets,0,
sta,maxSlewViolCount,0,
critical_path,path_delay_family,"buffers and inverters",
critical_path,cp_cell_sequence,"clkdlybuf4s50_1",
synthesis,async_flop_share,50.6,%
sta,unclocked_pins,188,
min_path,hold_class,"reg -> reg",
sta,final_hold_viol_count,0,
critical_path,endpoint_kind,"output port",
sta,relSlewSlack,41.2,%
global_routing,first_global_vias,17700,
synthesis,synthTopCellsByArea,"dfrtp_1 (27%), xnor2_1 (9.9%), edfxtp_1 (8.4%)",
synthesis,ys_ff,518,
layout,regArea,0.0114,mm²
clock_tree,cts_resized,0,
global_routing,antenna_found_initial,3,
floorplan,dieHeight,287,µm
global_routing,grt.overflow.total,0,
global_routing,top_usage_layer,"met2",
critical_path,cpMaxStageDelayCell,"clkdlybuf4s50_1",
drt,dr.pass1.iters,5,
synthesis,yosysTopAreaCellShare,26.8,%
run,drv_cap,0,
global_routing,grt.total_usage,17.6,%
drt,drt-initial-drc-count,981,
floorplan,row_count,104,
critical_path,rrSetupSlack,7.60,ns
min_path,worst_hold_startpoint,"dch.q[0]$_DFF_PP0_",
sta,untimed_endpoints,252,
run,warnings,117,
synthesis,synth.avg_cell_area,10.5,µm²
drt,via_per_inst,4.76,
global_routing,grt_pass1_wl,107000,µm
floorplan,dieWidth,287,µm
synthesis,ys_top_cells_by_count,"xnor2_1 (275), dfrtp_1 (262), nand2_1 (166)",
clock_tree,clockBufferDepth,3,
synthesis,edf_count,68,
layout,syn_to_final_growth,22.1,%
placed_design,dp_hpwl,56300,µm
layout,num-fill-cells,7810,
floorplan,ioPinCount,273,
global_routing,gr-usage-met2,28.3,%
placed_design,gp_congestion,0.937,
critical_path,crit_buf_inv,1,
synthesis,top_area_cell,"dfrtp_1",
drt,drt-total-wl,70500,µm
critical_path,max_stage_delay,0.45,ns
sta,skew,0.0503,ns
clock_tree,cts.clk_slew.worst_paths,0.06,ns
critical_path,reg2reg_to,"final_value.temp_out[0]$_DFFE_NP_",
layout,drive_above_1_share,8.43,%
layout,fin_util,37.1,%
synthesis,flop_cell,"dfrtp_1",
synthesis,ys_chip_area,0.0244,mm²
min_path,hold_depth,1,
critical_path,path_class,"reg -> out",
synthesis,synth_stat.cells,2325,
sta,fin_tns_setup,0,ns
layout,combGateArea,0.0124,mm²
[metal layers]
layer  up-vias  wire, µm
met2       405     33800
met4         2      1730
met5         -        13
met1      8465     31900
li1       8747         -
met3        91      3110
[worst max path at each step]
stage                                  from  slack [ns]  cells past startpoint  endpoint
4_1_cts   final_value.temp_out[0]$_DFFE_NP_        4.62                      1   hout[0]
5_1_grt   final_value.temp_out[3]$_DFFE_NP_        4.58                      1   hout[3]
6_report  final_value.temp_out[0]$_DFFE_NP_        4.66                      1   hout[0]
[per-stage QoR]
stage / std cells / hold WS (ns) / setup WS [ns] / cell area [µm²]
6_report: 3718 / 0.406 / 4.66 / 29800
5_1_grt: 3718 / 0.442 / 4.58 / 29800
4_1_cts: 3716 / 0.412 / 4.62 / 29800
3_5_place_dp: 3573 / 0.403 / 4.33 / 28200
3_3_place_gp: 3573 / 0.398 / 4.32 / 28200
2_1_floorplan: 2325 / 0.386 / 2.79 / 24400
[placed cells by master (no fill, tap or decap), drive strengths merged, types with 92 or more instances in the layout]
cell type | synthesis | final
inv | 76 | 147
xnor2 | 281 | 281
mux2 | 97 | 97
o21ai | 128 | 128
a21oi | 163 | 163
clkdlybuf4s50 | 0 | 263
dfrtp | 262 | 262
nor2 | 92 | 92
nand2 | 167 | 167
dlxtn | 124 | 124
xor2 | 152 | 152
ha | 135 | 135
[kinds of logic after synthesis]
group / Yosys count / share of synthesized area, %
multiplexers: 102 / 4.78
AND-OR/OR-AND: 544 / 14.6
AND/OR/NAND/NOR: 425 / 8.21
buffers and inverters: 163 / 2.63
XOR/XNOR: 436 / 16.0
adder cells (fa/ha/maj): 137 / 7.07
flip-flops: 330 / 35.2
latches: 188 / 11.5
[registers in the layout, summed over array words and instances (netlist names)]
| signal | cells |
|---|---|
| bf2.m2r | 62 |
| bf1.m2r | 62 |
| dch.q | 2 |
| uc4.temp_q | 4 |
| dc.q | 3 |
| final_value.temp_out | 4 |
| addh.dout | 64 |
| regy.dout | 64 |
| regx.dout | 57 |
| up_counter.temp_q | 4 |
| final_value.speck_mem | 64 |
| regk1.dout | 64 |
| bf1h.m2r | 64 |
[area by class of cell]
class	instances	share of cell area [%]
multi-input cells	1644	41.5
flip-flops and latches	518	38.3
repair buffers	275	9.13
well taps	1060	4.44
clock buffers	57	4.16
clock inverters	87	1.48
inverters	75	0.968
diodes	2	0.0168
