$ cat flow/design.v
`timescale 1ns / 1ps
module sarray_read_rc4(output [3:0] out1,addo1,
input[3:0] in1,addi1,addi2,in2,
input clk,en
    );
       reg [3:0] S [0:15];
reg [3:0] temp_out1;
assign out1 = temp_out1;
always @ (negedge clk)
begin
    if(!en)
        begin
            temp_out1 <= S[addo1];
        end
     else
        begin
            S[addi1] <= in1;
            S[addi2] <= in2;
        end
end
endmodule
$ cat flow/run.sh
#!/bin/bash
# OpenROAD 26Q1-2900-gdf79404cd8, Yosys 0.63+post, stock flow scripts
make -C /OpenROAD-flow-scripts/flow DESIGN_CONFIG=/design/flow/config.mk WORK_HOME=/design/flow/orfs finish
$ cat flow/config.mk
export PLATFORM = sky130hd
export DESIGN_NAME = sarray_read_rc4
export DESIGN_NICKNAME = sarray_read_rc4
export VERILOG_FILES = /design/flow/design.v
export SDC_FILE = /design/flow/constraint.sdc
export NUM_CORES = 4
export LEC_CHECK = 1
export CORE_AREA = 10 10 70 70
export DIE_AREA = 0 0 80 80
$ cat flow/constraint.sdc
current_design sarray_read_rc4

set clk_period 2.2
set clk_io_pct 0.2

create_clock -name clk0 -period $clk_period [get_ports {clk}]

set non_clock_inputs [all_inputs -no_clocks]
set_input_delay [expr $clk_period * $clk_io_pct] -clock clk0 $non_clock_inputs
set_output_delay [expr $clk_period * $clk_io_pct] -clock clk0 [all_outputs]
==> commit_impl_results.txt <==
Refresh implementation metrics

- On the critical path the largest part of the delay comes from flip-flops.
- Startpoint-to-endpoint class of the critical path: flop to output pin
- Width of the die: 80 um
- Row generation in the floorplan step produced 21 rows.
- Distinct lib cells: 10
* Area figure in the yosys stat output: 369.1 um^2
- After detailed routing, the met2 layer carries 355 um of wire.
- Required @ worst endpoint: 1.76 ns
- Global route overflow: 0
- The most critical min-delay path falls under flop to flop.
- For reference, the top cells by area after synthesis are edfxtp_1 65%, mux2_2 12%, buf_4 8.1%.
- Maximum fanout along the worst path: 1
- For this run, the share of the core covered by cells in the final layout is 0.2073.
* Clock slew at the register clock pins of the worst setup and hold paths: 0.03 ns
- Maximum number of pins on one net before global-route repair: 6
- In the final timing run, aggregate negative setup slack is -0.9067 ns.
- After routing the design area is 708.2 um^2.
- Initial antenna violation count: 0
- Counting every sink on the clock net gives 8.
- Counting every instance in the synthesized netlist gives 23.
- The first global-routing pass estimated 1400 um of wire.
- Total of fill cells in the finished design: 372
* Number of cells in the yosys synthesis report: 23
- After detailed routing, the wire length on met1 is 365 um.
- The share of synthesized area in the top cell type comes to 0.6508.
- The synthesis run shows the most used standard cells to be 8 x edfxtp_1, 4 x buf_4, 4 x mux2_2.
- Floorplan Utilization: 0.1081
- Dpl hpwl: 757.2 um
- Top Layer Used: met3
- Die ar.: 6400 um^2
- Area after detailed placement: 648.1 um^2
* Placeable core region: 3416 um^2
* Endpoints failing hold: 0
* Sequential element share of the synthesized area: 0.6508
- Per the final layout report, the fraction of cells sized above drive strength 1 comes to 0.4561.
- CTS reports a maximum clock tree buffer depth of 2.
- Synthesis-to-finish area growth: 91.86%
- Crit path capture type: output pin
* DRC Markers: 0
- Setup WS pre-CTS: -0.8564 ns
* TritonCTS clock tree: built
* Cell type with the highest aggregate area in the netlist: edfxtp_1
- The post-synth register bit count is 8.
- Status: finished, violations left
- Root Buffer: clkbuf_4
- Number of antenna diodes: 0
- In this run the remaining antenna-violating nets after routing total 0.
- Layout Skew: 0.003540 ns
- Number of search-and-repair iterations in the first detailed-routing pass: 2
* Via density per instance: 2.709
- TritonCTS created 3 clock buffers.
- The final weighted congestion recorded by global placement is 0.7383.
* # H-tree levels: 1
* I/O Pins: 26
- Dividing total power by cell area gives a power density of 550.5 nW/um^2.
- WP data arrival: 1.89 ns
- Synthesized area divided by synthesized cell count: 16.05 um^2
* Die Y: 80 um
- Number of OpenROAD warnings: 36
- Buffers inserted to repair hold after CTS numbered 0.
* Count of warnings emitted by yosys: 5
- CP Cell Sequence: buf_2
* Final wirelength: 873 um
- Leakage dissipation: 0.0003102 uW
- CP Launch Type: flop
- Async set-reset flop share out of synthesis: 0
* Overall global routing resource usage: 0.02880
- Pins over their slew limit in the final report were tallied at 0.
- Summed over all nets, wire length on met3 after detailed routing comes to 151 um.
* Initial DRC count: 4
* Clk latency late pin: 0.31 ns
- Setup slack on the critical path of the routed design comes to -0.1273 ns.
- Among all stages on the critical path, the maximum delay recorded is 0.35 ns.
- Most frequently used flop master after synthesis: edfxtp_1
- The post-synth count of flops with an enable pin is 8.
- Total number of vias: 279
- IR analysis of the VDD net gives a maximum drop of 0.2765 mV.
- After detailed routing, the average wire length per cell comes to 8.476 um.
- Violations in the final reports: negative setup slack
- In this run the cell area of the synthesized design comes to 369.1 um^2.
* Number of buffers inserted by port buffering: 21
* Final setup violation count: 8
- Counting both buffers and inverters, the worst setup path holds a total of 1.
- Vias in the first global route: 348
- PnR Total Power: 389.8 uW
- Max-capacitance violation count: 0
- Max stage delay cell, worst path: edfxtp_1
- Unrepaired setup endpoints after global routing: yes
- Among all cell types in the netlist, the one instantiated most often is edfxtp_1.
==> stage by stage <==
step	instances	hold WS, ns
global placement	92	0.4084
detailed placement	92	0.4063
global route	103	0.4311
CTS	103	0.4039
finish	103	0.4071
floorplan	26	0.4003
==> flip-flops by register name (all words and copies together), names as in the netlist <==
register   cells
S              4
temp_out1      4
==> layout make-up <==
cell class,instances,area (um^2),share of cell area
clock buffers,3,22.52,0.03180
clock inverters,8,30.03,0.04240
inverters,1,6.256,0.008834
multi-input cells,12,131.4,0.1855
flip-flops and latches,8,240.2,0.3392
well taps,46,57.56,0.08127
repair buffers,25,220.2,0.3110
==> layer usage <==
layer / global-route usage / vias to the layer above
met1: 0.02951 / 116
met5: 0 / -
met2: 0.03451 / 19
met4: 0.008803 / 0
li1: - / 144
met3: 0.03636 / 0
==> layout by cell type, fill, tap and decap left out <==
cell type	instances
inv_4	1
a21o_2	1
clkbuf_4	3
buf_6	4
buf_2	5
clkbuf_2	1
dlygate4sd2_1	2
inv_1	8
clkdlybuf4s50_1	8
clkdlybuf4s15_1	1
edfxtp_1	8
nor4b_4	1
nor2_4	1
conb_1	4
buf_4	3
mux2_4	4
nor4_2	1
buf_8	1
==> cell families (layout without fill, tap and decap cells) <==
logic type / after synthesis / after routing / synth area share
DFF: 8 / 8 / 0.6508
buffers and inverters: 6 / 37 / 0.1017
muxes: 4 / 4 / 0.1220
and+or+nand+nor: 3 / 3 / 0.09152
other: 1 / 4 / 0.01016
AOI/OAI and AO/OA: 1 / 1 / 0.02373
==> power breakdown <==
part | internal [uW] | switching [uW] | total (uW)
clock network | 81.7 | 77.2 | 159
registers | 176 | 1.22 | 178
logic | 39.1 | 14.2 | 53.4
total | 297 | 92.7 | 390
==> final timing paths <==
path         slack, ns          from  depth (start not counted)            to
max              -0.13  temp_out1[3]                          1       out1[3]
min               0.41       S[0][1]                          0  temp_out1[1]
max reg2reg       1.60       S[0][0]                          0  temp_out1[0]
min reg2reg       0.41       S[0][1]                          0  temp_out1[1]
==> repair_timing <==
action,CTS,global route
pin swaps,3,4
endpoints found under the hold margin,0,0
gates resized,47,4
setup buffers,1,0
setup endpoints to repair,12,12
Power and IR drop assume default switching activity.
